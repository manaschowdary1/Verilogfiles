--- design.v ---
module freqdivider(p,clk,reset);
input clk,reset;
output wire p;
reg [25:0]q=0;
always@(posedge clk)
begin
if(reset==1)
q<=0;
else
q<=q+1;
end
assign p=q[25];
endmodule
--- run.sh ---
#!/bin/bash
# OpenROAD 26Q1-2900-gdf79404cd8, Yosys 0.63+post, stock flow scripts
make -C /OpenROAD-flow-scripts/flow DESIGN_CONFIG=/design/flow/config.mk WORK_HOME=/design/flow/orfs finish
--- config.mk ---
export PLATFORM = sky130hd
export DESIGN_NAME = freqdivider
export DESIGN_NICKNAME = freqdivider
export VERILOG_FILES = /design/flow/design.v
export SDC_FILE = /design/flow/constraint.sdc
export NUM_CORES = 4
export LEC_CHECK = 1
export CORE_AREA = 10 10 106 106
export DIE_AREA = 0 0 116 116
--- constraint.sdc ---
current_design freqdivider

set clk_period 3.3
set clk_io_pct 0.2

create_clock -name clk0 -period $clk_period [get_ports {clk}]

set non_clock_inputs [all_inputs -no_clocks]
set_input_delay [expr $clk_period * $clk_io_pct] -clock clk0 $non_clock_inputs
set_output_delay [expr $clk_period * $clk_io_pct] -clock clk0 [all_outputs]
==> out/results.ini <==
[worst_setup_path]
worst-setup-path-type = reg2reg
crit_fanout = 7
end_kind = flop
arrival_ps = 2250
cp_data_required_time_ps = 3500
crit_path_start_kind = flop

[synthesis]
synth_cell_types = 31
ff_type = dfxtp_1
top_cell_area_share_pct = 42.98
yosys_area_um2 = 1211
syn-cell-area_um2 = 1211
edf_count = 0
common_cells = dfxtp_1 (26), nor2_1 (16), nand3_1 (9)
async_reset_ff_share_pct = 0
synth_top_cell_by_count = dfxtp_1
ys_warn_count = 1
ys_seq_share_pct = 42.98
syn_avg_cell_area_um2 = 8.841
yosysCellCount = 137
post_synth_inst_count = 137
ys_ff = 26
topCellsByArea = dfxtp_1 (43%), xnor2_1 (5.1%), nor2_1 (5.0%)
synth_top_cell_by_area = dfxtp_1

[routing]
drtIter0Drc = 75
dr.pass1.iters = 4
wl_per_cell_um = 8.902
dr_total_vias = 931
routed_wirelength_um = 2172
ant_nets = 0
n_antenna_cell = 0
post-route-drc-count = 0
vias_per_cell = 3.816

[finish]
syn_to_final_growth_pct = 14.15
largest_reg_flops = 26
drive_gt1_share_pct = 10.29
regMostFlops = q
fillers = 979
seqCellArea_um2 = 520.5
reg.largest.list = q (26)
mi_logic_area_um2 = 646.9

[global_route]
grt_pass1_wl_um = 3933
use_met1_pct = 4.748
grt_pass1_vias = 888
overflow = 0
grt-busiest-layer = met2
met2_usage_pct = 5.006
gr-usage-met3_pct = 1.675
antenna_found_initial = 0
track_usage_pct = 3.474
grt_max_degree = 21

[sta]
fin_crit_ps = 2045
finalSetupViolCount = 0
fmax_mhz = 488.9
clock_skew_ps = 4.802
finalCritPeriodShare_pct = 61.98
final_max_slew_viol_count = 0
hold_viol_final = 0
whs_ps = 484.5
slew_headroom_pct = 53.27
grt_setup_unrepaired = no
tightest_slew_ps = 698.8
tns_ps = 0

[floorplan]
die_area_um2 = 13460
die_h_um = 116
core.rowCount = 34
core_area_um2 = 8848
fp_util_pct = 13.69
die_w_um = 116
io_pins = 3

[power]
ir_drop_mv = 0.1063
p_leak_nw = 0.3902
power.total_mw = 0.5054
powerDensity_nw_per_um2 = 365.6

[clocking]
hold_buffers = 0
cts.sink_count = 26
post-cts-setup-buffer-count = 0
clock_path_buffers = 2
cts-root-buf = clkbuf_8
cts_max_level = 1
clk_latency_ps = 260
cts_inserted_buffers = 3
clk_pin_slew_ps = 80
cts_resized = 0
cts_tree = done

[outcome]
status = finished clean

[placement]
port_buffers = 2
hpwl_um = 1516
place_congestion = 0.7938

[flow_run]
drv_cap = 0
warnings = 25

[min_path]
hold_class = reg2reg

==> worst max-delay path, stage by stage (launching register included) <==
cell	delay [ps]
dfxtp_1	410
ha_1	220
nand3_1	210
or3_1	490
or4_1	500
a21oi_1	150
==> metrics by stage <==
stage	std cells	worst slack (ps)	util, %	cell area (um2)
finish	244	1255	15.63	1383
global route	244	1130	15.63	1383
CTS	244	1266	15.63	1383
detailed placement	241	1140	15.16	1341
global placement	241	1165	15.16	1341
floorplan	137	1460	-	1211
==> layer usage <==
layer | part of all wire [%] | wire length, um
met1 | 54 | 1174
met2 | 40 | 868
met3 | 5.3 | 115
met5 | 0 | 0
met4 | 0.60 | 13
==> logic make-up (layout without fill, tap and decap cells) <==
| group | Yosys count | after routing | share of synthesized area, % |
|---|---|---|---|
| compound gates | 18 | 18 | 9.504 |
| xor+xnor | 13 | 13 | 9.401 |
| fa+ha+maj | 1 | 1 | 1.033 |
| buf+inv | 10 | 9 | 3.616 |
| flops | 26 | 26 | 42.98 |
| mux | 2 | 2 | 1.859 |
| simple gates | 67 | 67 | 31.61 |
==> cell type report <==
class	instances	share of cell area (%)
Tap cell	108	9.774
Sequential cell	26	37.65
Timing Repair Buffer	3	1.991
Multi-Input combinational cell	101	46.79
Clock buffer	3	2.986
Inverter	3	0.8145
==> final timing paths <==
kind          from  cells past startpoint  endpoint  slack, ps
max           q[0]                      5     q[18]       1250
min          q[19]                      2     q[19]        480
max reg2reg   q[0]                      5     q[18]       1250
min reg2reg  q[19]                      2     q[19]        480
==> report_power, final <==
group / internal (mW) / switching [mW]
registers: 0.317 / 0.00410
clock network: 0.0816 / 0.0907
logic: 0.00520 / 0.00731
==> cells in the final DEF (no fill, tap or decap), drive strengths merged <==
| cell | synthesis | layout |
|---|---|---|
| and2 | 1 | 1 |
| nor2 | 16 | 16 |
| nor4 | 5 | 5 |
| ha | 1 | 1 |
| o31ai | 6 | 6 |
| xor2 | 6 | 6 |
| buf | 2 | 1 |
| o21ba | 1 | 1 |
| dfxtp | 26 | 26 |
| mux2 | 2 | 2 |
| or3 | 6 | 6 |
| or2 | 2 | 2 |
| clkbuf | 5 | 3 |
| nor2b | 3 | 3 |
| or4 | 7 | 7 |
| nand2 | 7 | 7 |
| nand3 | 9 | 9 |
| nor3 | 4 | 4 |
| o21ai | 2 | 2 |
| xnor2 | 7 | 7 |
| a21oi | 8 | 8 |
| inv | 3 | 3 |
| and4 | 1 | 1 |
| o31a | 1 | 1 |
| clkdlybuf4s50 | 0 | 2 |
| nand4 | 6 | 6 |
