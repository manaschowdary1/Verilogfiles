File: design/flow/design.v
module fourbit_up_down_counter(msb,clk);       
input clk;
reg [25:0]q=0;
output msb;
always@(posedge clk)
begin
q<=q+1;
end
assign msb=q[25];
endmodule
File: design/flow/run.sh
#!/bin/bash
# OpenROAD 26Q1-2900-gdf79404cd8, Yosys 0.63+post, stock flow scripts
make -C /OpenROAD-flow-scripts/flow DESIGN_CONFIG=/design/flow/config.mk WORK_HOME=/design/flow/orfs finish
File: design/flow/config.mk
export PLATFORM = sky130hd
export DESIGN_NAME = fourbit_up_down_counter
export DESIGN_NICKNAME = fourbit_up_down_counter
export VERILOG_FILES = /design/flow/design.v
export SDC_FILE = /design/flow/constraint.sdc
export NUM_CORES = 4
export LEC_CHECK = 1
export CORE_AREA = 10 10 104 104
export DIE_AREA = 0 0 114 114
File: design/flow/constraint.sdc
current_design fourbit_up_down_counter

set clk_period 3.7
set clk_io_pct 0.2

create_clock -name clk0 -period $clk_period [get_ports {clk}]

set non_clock_inputs [all_inputs -no_clocks]
set_input_delay [expr $clk_period * $clk_io_pct] -clock clk0 $non_clock_inputs
set_output_delay [expr $clk_period * $clk_io_pct] -clock clk0 [all_outputs]
==> impl_metrics.json <==
{
  "status": "finished, final reports clean",
  "chipHeight_um": 114,
  "final.min_clock_period_ns": 1.82,
  "drt_iter0_drc": 50,
  "ant_nets": 0,
  "r2r_end": "q[10]$_DFF_P_",
  "drc_errors": 0,
  "top_cell": "dfxtp_1",
  "largestRegisters": "q x26",
  "hold_path.class": "register to register",
  "rows": 34,
  "finalCritPeriodShare_pct": 49.2,
  "grt.total_usage_pct": 2.23,
  "ff2ff_setup_slack_ns": 2.09,
  "synthesis.area_sq_um": 1010,
  "warnings": 25,
  "placed_area_sq_um": 1150,
  "drt-pass1-iter-count": 3,
  "cts_buffers": 3,
  "top_area_cell": "dfxtp_1",
  "yosys_warnings": 1,
  "start_kind": "register",
  "rsz0062_at_grt": "false",
  "core_area_sq_um": 8680,
  "path_class": "register to primary output",
  "crit-reg2reg-launch": "q[0]$_DFF_P_",
  "syn_area_per_cell_sq_um": 10.6,
  "hold_end": "q[0]$_DFF_P_",
  "wl_per_cell_um": 6.69,
  "yosysUniqueCellTypes": 19,
  "area_leaders": "dfxtp_1 (51%), xnor2_1 (15%), xor2_1 (6.0%)",
  "critPathMaxStageDelay_ns": 0.47,
  "hold_buffers": 0,
  "clockBufferDepth": 2,
  "fin_area_sq_um": 1210,
  "antenna_found_initial": 0,
  "fillers": 1008,
  "cts_max_level": 1,
  "via_count": 623,
  "power_density_nw_per_um2": 379,
  "clk_pin_slew_ns": 0.08,
  "drive_above_1_share_pct": 9.00,
  "fin_total_pwr_mw": 0.458,
  "syn_inst": 96,
  "worst-path-max-fanout": 2,
  "cts_tree": "built",
  "fmax_mhz": 549,
  "max_cap_violations": 0,
  "setup_viol": 0,
  "die_area_sq_um": 13000,
  "area_delta_synth_final_pct": 19.3,
  "slew_headroom_pct": 72.6,
  "worstPathArrival_ns": 1.08,
  "grt_max_degree": 15,
  "grt_overflow_total": 0,
  "peakVddDrop_mv": 0.262,
  "fp-utilization_pct": 11.7,
  "via_per_inst": 3.00,
  "clk_latency_ns": 0.26,
  "synthFlopType": "dfxtp_1",
  "holdPathStages": 1,
  "slowest_stage": "clkdlybuf4s50_1",
  "portBuffers": 1,
  "wl_um": 1390,
  "regMostFlops": "q",
  "grt_pass1_wl_um": 2500,
  "ys_seq_share_pct": 51.4,
  "end_kind": "primary output",
  "min_from": "q[0]$_DFF_P_",
  "crit_family": "buffers and inverters",
  "hold_viol": 0,
  "place_hpwl_um": 1010,
  "synth-seq-cells": 26,
  "finalSetupTns_ns": 0,
  "finClkSkew_ns": 0.00195,
  "dieWidth_um": 114,
  "top_area_share_pct": 51.4,
  "post-route-util_pct": 13.9,
  "slew_violations": 0,
  "critical_path_buf_inv_count": 1,
  "rr_worst_depth": 5,
  "post_cts_resized": 0,
  "worst_pin_slew_ns": 0.408,
  "root_buffer": "clkbuf_8",
  "first_global_vias": 585,
  "ys_cells": 96,
  "yosys-stat-area_sq_um": 1010,
  "leakage_nw": 0.402,
  "largest_register_ffs": 26,
  "edf_count": 0,
  "cp_cell_sequence": "clkdlybuf4s50_1",
  "insertedDiodeCount": 0,
  "gp_congestion": 0.764,
  "numClockSinks": 26,
  "postCtsSetupBuffers": 0,
  "synthArstFlopShare_pct": 0,
  "synthTopCellsByCount": "dfxtp_1 (26), xnor2_1 (17), nand2_1 (8)",
  "io_pins": 2,
  "required_ns": 2.96
}
[report_power, final]
| group | internal, mW | switching (mW) |
|---|---|---|
| logic | 0 | 0 |
| registers | 0.279 | 0 |
| clock network | 0.0950 | 0.0832 |
| total | 0.374 | 0.0832 |
[layout by cell type, fill, tap and decap left out, types with 4 or more instances in the layout]
cell type  count
nand2_1        8
xnor2_1       17
dfxtp_1       26
nor2_1         5
xor2_1         7
nand4_1        7
clkbuf_8       4
nand3_1        7
[worst max path at each step]
stage / start / to / slack [ns] / depth (start not counted)
4_1_cts: q[25]$_DFF_P_ / msb / 1.86 / 1
6_report: q[25]$_DFF_P_ / msb / 1.88 / 1
5_1_grt: q[25]$_DFF_P_ / msb / 1.82 / 1
[cells by family (layout without fill, tap and decap cells)]
| kind of cell | count (synthesis) | in the layout | share of synthesized area [%] |
|---|---|---|---|
| DFF | 26 | 26 | 51.4 |
| buffers and inverters | 4 | 8 | 1.60 |
| adders and majority gates | 1 | 1 | 1.23 |
| xor gates and xnor gates | 24 | 24 | 20.7 |
| and+or+nand+nor | 41 | 41 | 25.1 |
[per-layer routing]
layer  share of wire (%)  up-vias  wire length, um  GRT usage (%)
li1                    -      331                -              -
met2                  43        4              597           3.53
met4                   0        0                0         0.0835
met1                  52      288              728           2.92
met5                   0        -                0              0
met3                 4.7        0               66          0.957
[area by class of cell]
cell class              instances  area [sq um]  share of cell area, %
flip-flops and latches         26           520                   43.1
multi-input cells              66           477                   39.4
well taps                     108           135                   11.2
clock buffers                   4          55.1                   4.55
inverters                       3          11.3                  0.932
repair buffers                  1          10.0                  0.828
[metrics by stage]
stage	worst slack, ns	hold slack (ns)	std cells
after floorplan	2.22	0.370	96
after global placement	2.15	0.379	204
after detailed placement	2.10	0.388	204
after CTS	1.86	0.419	208
after global routing	1.82	0.427	208
final	1.88	0.417	208
