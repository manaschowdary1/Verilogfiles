`./design.v`:
```
module fourbit_updowncount(clk,count,reset,mode);
input clk,reset,mode;
output reg [3:0]count;
always@(posedge clk)
begin
if(reset)
count=4'b0000;
else if(mode==1)
count<=count-1;
else if(mode==0)
count<=count+1;
end
endmodule
```
`./run.sh`:
```
#!/bin/bash
# OpenROAD 26Q1-2900-gdf79404cd8, Yosys 0.63+post, stock flow scripts
make -C /OpenROAD-flow-scripts/flow DESIGN_CONFIG=/design/flow/config.mk WORK_HOME=/design/flow/orfs finish
```
`./config.mk`:
```
export PLATFORM = sky130hd
export DESIGN_NAME = fourbit_updowncount
export DESIGN_NICKNAME = fourbit_updowncount
export VERILOG_FILES = /design/flow/design.v
export SDC_FILE = /design/flow/constraint.sdc
export NUM_CORES = 4
export LEC_CHECK = 1
export CORE_AREA = 10 10 70 70
export DIE_AREA = 0 0 80 80
```
`./constraint.sdc`:
```
current_design fourbit_updowncount

set clk_period 1.7
set clk_io_pct 0.2

create_clock -name clk0 -period $clk_period [get_ports {clk}]

set non_clock_inputs [all_inputs -no_clocks]
set_input_delay [expr $clk_period * $clk_io_pct] -clock clk0 $non_clock_inputs
set_output_delay [expr $clk_period * $clk_io_pct] -clock clk0 [all_outputs]
```
==> results_dict.tcl <==
# metrics dict for downstream scripts
set metrics [dict create \
    status "completed" \
    worstReg2RegStart "count[0]$_SDFF_PP0_" \
    path_class "input port to flop" \
    whs_endpoint "count[0]$_SDFF_PP0_" \
    cts_buffers 3 \
    synthesis.area_um2 200.2 \
    portBuffers 6 \
    period_needed_ns 1.431 \
    fp_util_pct 5.861 \
    reg2reg_slack_ns 0.56 \
    hold_viol_final 0 \
    grt.busiest_layer "met2" \
    ant_nets 0 \
    largestRegisters "count (4)" \
    hold_ws_ns 0.4546 \
    crit_family "buffers and inverters" \
    post-route-drc-count 0 \
    clk_path_buf_depth 2 \
    hp-start "count[0]$_SDFF_PP0_" \
    drt-total-wl_um 483 \
    grt_antenna_before_repair 0 \
    synth_warnings 1 \
    power.internal_w 0.0002570 \
    met1_usage_pct 1.204 \
    clkTransAtPathRegs_ns 0.04 \
    core_um2 3416 \
    grtUsageMet3_pct 0.9091 \
    grt_pass1_wl_um 848 \
    r2r_end "count[2]$_SDFF_PP0_" \
    nFillCells 401 \
    grt_max_degree 5 \
    combPwrFrac_pct 31.5 \
    ys_cells 20 \
    finalSetupViolations 0 \
    area_growth_pct 73.75 \
    aoi_share_pct 12.50 \
    maxSlewViolCount 0 \
    synth_flop_count 4 \
    warnings 25 \
    post-cts-setup-buffers 0 \
    die_y_um 80 \
    dieArea_um2 6400 \
    synthMuxAreaShare_pct 0 \
    wl_per_cell_um 6.355 \
    path_max_fanout 3 \
    arrival_ns 1.55 \
    hold_buffers 0 \
    switching_share_pct 25.62 \
    finalClockPeriodUsage_pct 84.18 \
    worst_slew_pin_slew_ns 0.1717 \
    largest_register_ffs 4 \
    cp.required_ns 1.81 \
    power_density_nw_per_um2 993.5 \
    crit_path_end_kind "flop" \
    yosys.area.top_type "dfxtp_1" \
    grt_pass1_vias 200 \
    fp-row-count 21 \
    syn-instance-count 20 \
    yosys_area_um2 200.2 \
    adder_share_pct 22.50 \
    cp-start-kind "input port" \
    cts_tree "yes" \
    fmaxAchievable_ghz 0.6988 \
    yosysUniqueCellTypes 9 \
    reg2reg_depth 4 \
    track_usage_pct 1.694 \
    hpwl_um 421.7 \
    clock-sinks 4 \
    regMostFlops "count" \
    grt_util_met2_pct 3.371 \
    cpMaxStageDelayCell "clkdlybuf4s50_1" \
    ioPinCount 7 \
    drive_above_1_share_pct 20.00 \
    synth_seq_share_pct 40.00 \
    hold_path.class "flop to flop" \
    crit_buf_inv 2 \
    finalSetupTns_ns 0 \
    clk_latency_ns 0.23 \
    irDropWorstVdd_uv 105.6 \
    vias 160 \
    num_antenna_cells 0 \
    power_leakage_nw 0.1339 \
    drt-initial-drc-count 1 \
    rsz0062_at_grt "false" \
    fp.dieW_um 80 \
    top_cells_by_area "dfxtp_1 40%, ha_1 13%, fa_1 10%, a21oi_2 8.8%, xor2_1 8.8%" \
    slew_headroom_pct 88.52 \
    min_delay_path_depth 1 \
    cts_resized 0 \
    gr-total-overflow 0 \
    sequentialPowerShare_pct 36.0 \
    top_area_share_pct 40.00 \
    drv_cap 0 \
    synth_area_per_cell_um2 10.01 \
    viasPerCell 2.105 \
    finClkSkew_ns 0.002197 \
    cts-root-buf "clkbuf_4" \
    clockPowerShare_pct 32.6 \
    critPathMaxStageDelay_ns 0.51 \
    htree_levels 1 \
    firstDrtPassIters 2 \
    xor_share_pct 8.750 \
    yosys.area_share.simple_pct 10.63 \
    place_congestion 0.7295 \
    crit_chain "clkdlybuf4s50_1 -> inv_1 -> fa_1 -> xor2_1 -> nor2_1" \
    power_switching_w 0.00008853 \
    synthTopLogicFamily "adder cells" \
]
## worst register-to-register path: cells and delay by family (launching register included)
kind	cells	cell delay [ns]
adder cells (fa/ha/maj)	1	0.40
flip-flops	1	0.36
XOR/XNOR	1	0.14
buffers and inverters	1	0.07
AND/OR/NAND/NOR	1	0.05
## how the worst max path moves through the flow
stage,startpoint,to,cells past startpoint
global route,mode,count[3]$_SDFF_PP0_,6
finish,mode,count[2]$_SDFF_PP0_,5
CTS,count[0]$_SDFF_PP0_,count[0],1
## cell families (layout without fill, tap and decap cells)
family	count (synthesis)	count (layout)
fa+ha+maj	3	3
simple gates	5	5
flops	4	4
buf+inv	3	13
xor+xnor	2	2
compound gates	3	3
## metal layers
| layer | wire length (um) | share of wire (%) | vias to the layer above |
|---|---|---|---|
| li1 | - | - | 86 |
| met1 | 122 | 25 | 73 |
| met2 | 324 | 67 | 1 |
| met3 | 35 | 7.2 | 0 |
| met4 | 0 | 0 | 0 |
| met5 | 0 | 0 | - |
## stage by stage
step	power [W]	setup slack, ns	cell area [um2]	utilization (%)	std cells
2_1_floorplan	0.0001813	0.6166	200.2	-	20
3_3_place_gp	0.0002362	0.03891	325.3	9.524	73
3_5_place_dp	0.0002384	0.03465	325.3	9.524	73
4_1_cts	0.0003593	0.2547	347.8	10.18	76
5_1_grt	0.0003771	0.1858	347.8	10.18	76
6_report	0.0003456	0.2690	347.8	10.18	76
## cells in the final DEF (no fill, tap or decap), drive strengths merged, types with 2 or more instances in the layout
| cell type | netlist | final |
|---|---|---|
| clkdlybuf4s50 | 0 | 6 |
| dfxtp | 4 | 4 |
| inv | 3 | 3 |
| nor2 | 3 | 3 |
| clkbuf | 0 | 3 |
| xor2 | 2 | 2 |
| nand3 | 2 | 2 |
| a21oi | 2 | 2 |
| ha | 2 | 2 |
## synthesized netlist by cell type
master and n:
a21oi_2 2, ha_1 2, inv_1 3, nand3_1 2
fa_1 1, dfxtp_1 4, nor2_1 3, a21o_1 1
xor2_1 2
## final cells by class
class | instances | area, um2 | area share (%)
multi-input combinational | 13 | 108.9 | 31.29
sequential | 4 | 80.08 | 23.02
clock buffer | 3 | 22.52 | 6.475
timing repair buffer | 7 | 67.56 | 19.42
inverter | 3 | 11.26 | 3.237
tap | 46 | 57.56 | 16.55
## power groups by stage
stage	sequential, W	clock (W)	combinational (W)
final	0.000124	0.000113	0.000109
after CTS	0.000125	0.000122	0.000112
after global routing	0.000127	0.000125	0.000125
Power figures rest on the tool's default switching activity, not on a simulated workload.
